## design/flow/design.v

```verilog
`timescale 1ns / 1ps
module display_controller(
	input clk,
	output reg line,
	output hSync, vSync,
	output reg bright,
	output reg[9:0] hCount, 
	output reg [9:0] vCount,  
	output clk25
	);
	reg pulse;
	reg clk25;
	initial begin  
		clk25 = 0;
		pulse = 0;
	end
	always @(posedge clk)
		pulse = ~pulse;
	always @(posedge pulse)
		clk25 = ~clk25;
	always @ (posedge clk25)
		begin
		if (hCount < 10'd799)
			begin
			hCount <= hCount + 1;
			end
		else if (vCount < 10'd524)
			begin
			hCount <= 0;
			vCount <= vCount + 1;
			end
		else
			begin
			hCount <= 0;
			vCount <= 0;
			end
		end
	assign hSync = (hCount < 96) ? 1:0;
	assign vSync = (vCount < 2) ? 1:0;
	always @(posedge clk25)
		begin
		if(hCount > 10'd143 && hCount < 10'd784 && vCount > 10'd34 && vCount < 10'd516)
			bright <= 1;
		else
			bright <= 0;
		if(hCount == 10'd1)
			line <= 1;
		else
			line <= 0;
		end	
endmodule
```

## design/flow/constraint.sdc

```tcl
current_design display_controller

set clk_period 1.0
set clk_io_pct 0.2

create_clock -name clk0 -period $clk_period [get_ports {clk}]

set non_clock_inputs [all_inputs -no_clocks]
set_input_delay [expr $clk_period * $clk_io_pct] -clock clk0 $non_clock_inputs
set_output_delay [expr $clk_period * $clk_io_pct] -clock clk0 [all_outputs]
```

## design/flow/config.mk

```make
export PLATFORM = sky130hd
export DESIGN_NAME = display_controller
export DESIGN_NICKNAME = display_controller
export VERILOG_FILES = /design/flow/design.v
export SDC_FILE = /design/flow/constraint.sdc
export NUM_CORES = 4
export LEC_CHECK = 1
export CORE_AREA = 10 10 88 88
export DIE_AREA = 0 0 98 98
```

## design/flow/run.sh

```bash
#!/bin/bash
# OpenROAD 26Q1-2900-gdf79404cd8, Yosys 0.63+post, stock flow scripts
make -C /OpenROAD-flow-scripts/flow DESIGN_CONFIG=/design/flow/config.mk WORK_HOME=/design/flow/orfs finish
```

==> flow_summary.json <==
{
  "status": "completed",
  "arrival_ps": 330,
  "post-route-util_pct": 25.5,
  "reg2reg_depth": 1,
  "critical_path_cell_count": 1,
  "crit_path_max_fanout": 2,
  "crit_slowest_cell": "sky130_fd_sc_hd__dfxtp_1",
  "number_of_warnings_in_the_stage_logs": 29,
  "drt_pass1_iterations": 3,
  "yosysWarnings": 1,
  "yosys_cells": 129,
  "antenna_violations_before_repair": 0,
  "route.final.wire_length_mm": 2.61,
  "cts_hold_buffers": 0,
  "grt_pass1_wl_mm": 4.48,
  "slew_violations": 0,
  "initCoreUtil_pct": 20.1,
  "largest_area_cell": "sky130_fd_sc_hd__edfxtp_1",
  "synth_cells": 129,
  "post_cts.repair.setup_buffers": 0,
  "grt_max_degree": 25,
  "postSynthSeqShare_pct": 48.7,
  "relSlewSlack_pct": 50.0,
  "synthDominantCellAreaShare_pct": 25.2,
  "globalRoute.totalOverflow": 0,
  "grt_pass1_vias": 879,
  "finalWorstPathRequiredPeriod_ps": 445,
  "worst_setup_hold_path_clk_slew_ps": 0,
  "netlist_area_sq_mm": 0.00119,
  "number_of_unconstrained_endpoints": 58,
  "max-vdd-ir-drop_uv": 173,
  "post_dp_hpwl_mm": 2.02,
  "globalRouteTotalUtil_pct": 5.28,
  "diodes": 0,
  "crit_path_end_kind": "register",
  "timing_worst_slew_pin_value_ps": 748,
  "critical_path.cell_chain": "inv_1",
  "worst-path-buf-inv": 1,
  "layout-area-overhead-vs-synth_pct": 26.8,
  "vias": 968,
  "avgViaCountPerCell": 4.34,
  "report.final.setup_viol": 0,
  "worstSetupPathType": "register to register",
  "gp_congestion": 0.850,
  "maxCapViolCount": 0,
  "min_delay_path_depth": 1,
  "worst_path_dominant_cell_family": "flip-flops",
  "drive_gt1_share_pct": 4.05,
  "crit_path_max_incr_delay_ps": 300,
  "fin_worst_skew_ps": 0,
  "setup_total_negative_slack_ps": 0,
  "io_buffer_count": 25,
  "critical_path.startpoint_type": "register",
  "antenna_left": 0,
  "fmax_ghz": 2.25,
  "min-delay-path-class": "register to register",
  "fp-row-count": 28,
  "die_h_um": 98,
  "final_worst_path_cycle_share_pct": 44.5,
  "io_pins": 26,
  "die_width_um": 98,
  "register_pins_left_without_a_clock": 23,
  "req_time_crit_path_ps": 890,
  "power.density_mw_per_mm2": 26.9,
  "yosys.stat.chipArea_sq_mm": 0.00119,
  "wire_per_inst_um": 11.7,
  "hold_viol_final": 0,
  "rsz0062_at_grt": "no",
  "syn-mean-instance-area_sq_um": 9.24,
  "post_cts.resized_instances": 0,
  "chip_area_sq_mm": 0.00960,
  "post-route-drc-count": 0,
  "worst-r2r-setup-slack_ps": 550,
  "drt_first_iter_violations": 43,
  "static-leakage-power_nw": 0.535,
  "synth.ff_latch_count": 24,
  "ys_top_cells_by_area": "sky130_fd_sc_hd__edfxtp_1, sky130_fd_sc_hd__dfxtp_1, sky130_fd_sc_hd__nand3_1",
  "coreArea_sq_mm": 0.00592,
  "worstSkewPairLatency_ps": 0,
  "synth.distinct_cells": 35
}
## sequential cells by signal, summed over array words and instances, names as in the netlist
signal,count
hCount,10
vCount,10
bright,1
clk25,1
line,1
pulse,1
## routing by layer
| layer | global-route usage, % | vias to the layer above | wire length (um) | part of all wire [%] |
|---|---|---|---|---|
| met2 | 9.34 | 9 | 1290 | 49 |
| met5 | 0 | - | 0 | 0 |
| met1 | 7.02 | 449 | 1220 | 47 |
| met4 | 0.224 | 0 | 0 | 0 |
| met3 | 0.711 | 0 | 101 | 3.9 |
| li1 | - | 510 | - | - |
## cells in the final DEF (no fill, tap or decap), drive strengths merged
master	n
edfxtp	10
mux2i	1
o31ai	3
buf	1
nand4	2
a21boi	2
clkdlybuf4s50	25
and2	1
o311ai	1
a31oi	1
a21oi	9
nor3	5
a211o	1
nor4b	1
xnor2	2
inv	8
o21ai	6
or4	4
nand3	12
dfxtp	14
nor2	11
or3	5
and4b	1
nor2b	1
ha	3
xor2	4
o2bb2ai	1
or2	1
nor4	3
nand2	9
## report_power, final
| group | switching, mW | leakage (nW) | total (mW) | internal, mW |
|---|---|---|---|---|
| Sequential | 0 | 0.227 | 0.0407 | 0.0407 |
| Combinational | 0 | 0.307 | 0.000000307 | 0 |
| Clock | 0 | 0 | 0 | 0 |
## Yosys cell counts (all sizes together)
| cell | number |
|---|---|
| nor4 | 3 |
| a21oi | 9 |
| xor2 | 4 |
| a31oi | 1 |
| nor2 | 11 |
| inv | 8 |
| nor2b | 1 |
| clkbuf | 2 |
| nand3 | 12 |
| nand4 | 2 |
| o311ai | 1 |
| dfxtp | 14 |
| nor3 | 5 |
| or3 | 5 |
| nor4b | 1 |
| or4 | 4 |
| xnor2 | 2 |
| o31ai | 3 |
| or2 | 1 |
| a211o | 1 |
| o2bb2ai | 1 |
| mux2i | 1 |
| and2 | 1 |
| and4b | 1 |
| nand2 | 9 |
| buf | 5 |
| edfxtp | 10 |
| a21boi | 2 |
| o21ai | 6 |
| ha | 3 |
## stage by stage
stage | power (mW) | worst slack, ps | cells | cell area, sq um | hold slack [ps]
2_1_floorplan | 0.0407 | 564 | 129 | 1190 | 350
3_3_place_gp | 0.0407 | 552 | 223 | 1510 | 360
3_5_place_dp | 0.0407 | 549 | 223 | 1510 | 361
4_1_cts | 0.0407 | 548 | 223 | 1510 | 362
5_1_grt | 0.0407 | 534 | 223 | 1510 | 373
6_report | 0.0407 | 555 | 223 | 1510 | 357
## final timing paths
| path | start | endpoint |
|---|---|---|
| hold / removal | pulse | pulse |
| hold reg to reg | pulse | pulse |
| setup reg to reg | pulse | pulse |
| setup / recovery | pulse | pulse |
## cell families after synthesis
family                   synth area share [%]
multiplexers                            0.839
flip-flops                               48.7
AND/OR/NAND/NOR                          24.9
AND-OR/OR-AND                            12.8
buffers and inverters                    5.25
adder cells (fa/ha/maj)                  3.15
XOR/XNOR                                 4.41
## cell type report
| type | instances | area [sq um] |
|---|---|---|
| Multi-Input combinational cell | 90 | 549 |
| Inverter | 8 | 30.0 |
| Tap cell | 75 | 93.8 |
| Sequential cell | 24 | 581 |
| Fill cell | 625 | 4410 |
| Timing Repair Buffer | 26 | 258 |
Power figures rest on the tool's default switching activity, not on a simulated workload.
