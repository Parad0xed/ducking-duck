==> design/flow/design.v <==
module obstacle #(  
    parameter CIDXW=3,
    parameter CORDW=10
    ) (
        input CLK,
        input [26:0] DIVCLK,
        input RESET,
        input line,
        input [3:0] state,
        input [9:0] hc,
        input [9:0] vc,
        input [7:0] speed,
        input [2:0] location,
        input busy,
        output reg done,
        output reg [CIDXW:0] pix
    );
    reg [9:0] x;
    reg [9:0] y;
    reg [7:0] count;
    always @ (posedge DIVCLK[19]) begin
        if(busy) begin  
            count <= count + 1;
            case(location)
                0: y <= 0;
                1: y <= 160;
                2: y <= 200;
                3: y <= 250;
            endcase
        end
        else begin  
            count <= 0;
            x <= 780;
        end
    end
    always @ (posedge CLK) begin
        if(busy) begin
            if((hc == x) && (vc == y)) pix <= 4'b1000;
            else pix <= 4'b0000;
        end
    end
endmodule
==> design/flow/run.sh <==
#!/bin/bash
# OpenROAD 26Q1-2900-gdf79404cd8, Yosys 0.63+post, stock flow scripts
make -C /OpenROAD-flow-scripts/flow DESIGN_CONFIG=/design/flow/config.mk WORK_HOME=/design/flow/orfs finish
==> design/flow/config.mk <==
export PLATFORM = sky130hd
export DESIGN_NAME = obstacle
export DESIGN_NICKNAME = obstacle
export VERILOG_FILES = /design/flow/design.v
export SDC_FILE = /design/flow/constraint.sdc
export NUM_CORES = 4
export LEC_CHECK = 1
export CORE_AREA = 10 10 70 70
export DIE_AREA = 0 0 80 80
==> design/flow/constraint.sdc <==
current_design obstacle

set clk_period 2.2
set clk_io_pct 0.2

create_clock -name clk0 -period $clk_period [get_ports {CLK}]
create_clock -name clk1 -period $clk_period [get_ports {DIVCLK}]

set non_clock_inputs [all_inputs -no_clocks]
set_input_delay [expr $clk_period * $clk_io_pct] -clock clk0 $non_clock_inputs
set_output_delay [expr $clk_period * $clk_io_pct] -clock clk0 [all_outputs]
==> out/metrics.yaml <==
outcome: "completed"
drive_gt1_frac: 0.08772
drt-total-wl_mm: 1.042
coreArea_mm2: 0.003416
wl_per_cell_um: 10.12
critPathLaunchType: "input pin"
cp_slowest_cell: "clkdlybuf4s50_1"
ir_drop_v: 0.0001705
antenna_left: 0
htreeDepth: 1
r2r_cells: 2
antenna_found_initial: 0
drt_first_pass_iters: 4
tool_warnings: 85
crit_start: "vc[3]"
rsz0062_at_grt: "no"
fp-utilization: 0.09341
holdBufCountCts: 0
finalSetupViolCount: 0
grt_util_all_layers: 0.02982
portBuffers: 25
crit_chain: "clkdlybuf4s50_1 > or3_1 > a2111oi_2"
post_cts_buffers: 0
drv_slew: 0
boundaryPins: 71
layout.cells.non_filler: 103
clock_path_buffers: 2
synth_warnings: 2
power.density_mw_per_mm2: 401.5
setup.worst_path.end: "pix[3]"
worstHoldStart: "y[7]"
die-area_mm2: 0.006400
worstSetupPathType: "input pin to register"
die_w_um: 80
area_growth_pct: 97.65
grt_remaining_overflow: 0
viasPerCell: 2.864
total_leakage_power_uw: 0.0002084
synthCells: 30
crit_fanout: 2
cts_tree: "yes"
timing.rr.start: "y[6]"
ys_area_um2: 319.1
drt_iter0_markers: 3
root_buffer: "clkbuf_4"
cp_data_arrival_time_ns: 1.59
synth_cell_type_count: 18
postSynthAreaPerCell_um2: 10.64
n_antenna_cell: 0
cts_resized: 0
place_inst: 100
ys_ff: 5
synthesis.area_um2: 319.1
grt_pass1_wl_mm: 1.455
rr_endpoint: "pix[3]"
slowest_delay_ns: 0.42
numCtsBuffers: 3
drv_cap: 0
path_clk_slew_ns: 0.03
ff2ff_setup_slack_ns: 0.68
endpoint_kind: "register"
die_y_um: 80
required_ns: 2.01
ys_cells: 30
grt_start_max_net_pins: 5
tns_ns: 0
drcViolationCount: 0
ys_seq_frac: 0.4706
gp_congestion: 0.7869
min_path_type: "register to register"
hold_viol: 0
std_cell_rows: 21
grt_pass1_vias: 313
dr_total_vias: 295
worst max-delay path: cells and delay by family:
kind,cells,cell delay [ns]
compound gates,1,0.34
buf+inv,1,0.42
simple gates,1,0.39
worst min path at each step:
| stage | to | cells past startpoint |
|---|---|---|
| CTS | y[5] | 2 |
| global route | y[7] | 2 |
| finish | pix[3] | 3 |
Yosys cell counts:
library cell	count	area share
xnor2_1	2	0.055
nor4_1	1	0.020
o2111ai_1	1	0.027
nor2b_1	3	0.059
nand3_1	1	0.016
or3_1	1	0.020
and2_1	1	0.020
nor2_1	3	0.035
edfxtp_1	5	0.47
buf_4	4	0.094
nand2_1	1	0.012
inv_1	1	0.012
and3_1	1	0.020
conb_1	1	0.012
nor4b_2	1	0.047
a2111oi_2	1	0.047
nor3_1	1	0.016
nand4_1	1	0.020
per-layer routing:
layer,global-route usage,up-vias,wire (um)
met5,0,-,0
met4,0.007042,0,0
met3,0.02386,0,192
met2,0.04334,21,446
met1,0.03315,118,403
li1,-,156,-
stage by stage:
stage                     total power [uW]  setup WS [ns]  hold slack, ns  utilization  instance area (um2)
after global placement               176.4         0.4019          0.6843       0.1780                608.1
after global routing                 282.6         0.3458          0.9153       0.1846                630.6
after CTS                            272.3         0.4014          0.8926       0.1846                630.6
final                                253.2         0.4136          0.9014       0.1846                630.6
after floorplan                      133.1         0.8688          0.5525            -                330.3
after detailed placement             177.6         0.4103          0.6877       0.1780                608.1
flip-flops by register name, indices dropped and copies added (netlist names):
signal  cells
pix         1
y           4
cell families (layout without fill, tap and decap cells):
logic type                after synthesis  in the layout  synth area share
buffers and inverters                   5             29            0.1059
other                                   1              4           0.01175
DFF                                     5              5            0.4706
and+or+nand+nor                        15             15            0.2824
AOI/OAI and AO/OA                       2              2           0.07450
xor gates and xnor gates                2              2           0.05491
cells in the final DEF, fill, tap and decap left out:
| master | count |
|---|---|
| clkdlybuf4s50_1 | 25 |
| edfxtp_1 | 5 |
| conb_1 | 4 |
| nor2b_1 | 3 |
| nor2_1 | 3 |
| clkbuf_4 | 3 |
| xnor2_1 | 2 |
| and2_1 | 1 |
| nand3_1 | 1 |
| or3_1 | 1 |
| nor4b_2 | 1 |
| nand4_1 | 1 |
| nand2_1 | 1 |
| and3_1 | 1 |
| nor3_1 | 1 |
| inv_1 | 1 |
| nor4_1 | 1 |
| o2111ai_1 | 1 |
| a2111oi_2 | 1 |
area by class of cell:
| cell class | instances | area (um2) |
|---|---|---|
| multi-input combinational | 23 | 146.4 |
| fill | 387 | 2785 |
| sequential | 5 | 150.1 |
| clock buffer | 3 | 22.52 |
| timing repair buffer | 25 | 250.2 |
| tap | 46 | 57.56 |
| inverter | 1 | 3.754 |
report_power, final:
| part | internal (uW) | switching, uW | leakage [uW] | total (uW) |
|---|---|---|---|---|
| logic | 45.8 | 15.3 | 0.000149 | 61.0 |
| clock network | 60.0 | 17.4 | 0.0000138 | 77.4 |
| registers | 112 | 2.54 | 0.0000456 | 115 |
| total | 218 | 35.2 | 0.000208 | 253 |
No activity file was given, so power comes from the tool's default toggle rates.
