<file path="run.sh">
#!/bin/bash
# OpenROAD 26Q1-2900-gdf79404cd8, Yosys 0.63+post, stock flow scripts
make -C /OpenROAD-flow-scripts/flow DESIGN_CONFIG=/design/flow/config.mk WORK_HOME=/design/flow/orfs finish
</file>
<file path="config.mk">
export PLATFORM = sky130hd
export DESIGN_NAME = vga_bitchange
export DESIGN_NICKNAME = vga_bitchange
export VERILOG_FILES = /design/flow/design.v
export SDC_FILE = /design/flow/constraint.sdc
export NUM_CORES = 4
export LEC_CHECK = 1
export CORE_UTILIZATION = 30
</file>
<file path="constraint.sdc">
current_design vga_bitchange

set clk_period 4.2
set clk_io_pct 0.2

create_clock -name clk0 -period $clk_period [get_ports {clk}]

set non_clock_inputs [all_inputs -no_clocks]
set_input_delay [expr $clk_period * $clk_io_pct] -clock clk0 $non_clock_inputs
set_output_delay [expr $clk_period * $clk_io_pct] -clock clk0 [all_outputs]
</file>
<file path="design.v">
`timescale 1ns / 1ps
module vga_bitchange#(parameter CIDXW=1)(
	input clk,
	input bright,
	input button,
	input [9:0] hCount, vCount,
	input drawing,
	input [CIDXW:0] pix,
	output reg [11:0] rgb,
	output reg [15:0] score
   );
	parameter BLACK = 12'b0000_0000_0000;
	parameter WHITE = 12'b1111_1111_1111;
	parameter RED   = 12'b1111_0000_0000;
	parameter GREEN = 12'b0000_1111_0000;
	parameter O  = 12'b111110100101;
	parameter P1 = 12'b111110111011;
	parameter P2 = 12'b111101101001;
	parameter P3 = 12'b101101001000;
	parameter B1 = 12'b100010111110;
	parameter B2 = 12'b010001011010;
	parameter B3 = 12'b010000110111;
	parameter TEXTCLR = 12'b000000000000;
	parameter BGCLR = 12'b1110_1110_1110;
	parameter HIGHLIGHT_BOXCLR = 12'b110111001111;  
	parameter GREY = 12'b1000_1000_1000;
	wire greenMiddleSquare;
	reg reset;
	reg[9:0] greenMiddleSquareY;
	reg[49:0] greenMiddleSquareSpeed; 
	initial begin
		greenMiddleSquareY = 10'd320;
		score = 15'd0;
		reset = 1'b0;
	end
	always@ (*)  
	begin
		if (~bright)
			rgb = BLACK;  
		else if((pix == 4'b0001))  
			rgb = BGCLR;
		else if((pix == 4'b0010))
			rgb = O;	
		else if((pix == 4'b0011))
			rgb = P2;
		else if((pix == 4'b0100))
			rgb = P3;
		else if((pix == 4'b0101))
			rgb = B1;
		else if((pix == 4'b0110))
			rgb = B2;
		else if((pix == 4'b0111))
			rgb = B3;
		else if((pix == 4'b1000))
			rgb = TEXTCLR;
		else if((pix == 4'b1001))
			rgb = HIGHLIGHT_BOXCLR;
		else if((pix == 4'b1010))
			rgb = GREY;
		else  
			rgb = BGCLR; 
	end
	always@ (posedge clk)
		begin
		greenMiddleSquareSpeed = greenMiddleSquareSpeed + 50'd1; 
		if (greenMiddleSquareSpeed >= 50'd500000)  
			begin
			greenMiddleSquareY = greenMiddleSquareY + 10'd1;
			greenMiddleSquareSpeed = 50'd0;
			if (greenMiddleSquareY == 10'd779)
				begin
				greenMiddleSquareY = 10'd0;
				end
			end
		end
	always@ (posedge clk)
		if ((reset == 1'b0) && (button == 1'b1) && (hCount >= 10'd144) && (hCount <= 10'd784) && (greenMiddleSquareY >= 10'd400) && (greenMiddleSquareY <= 10'd475))
			begin
			score = score + 16'd1;
			reset = 1'b1;
			end
		else if (greenMiddleSquareY <= 10'd20)
			begin
			reset = 1'b0;
			end
	assign greenMiddleSquare = ((hCount >= 10'd340) && (hCount < 10'd380)) &&
				   ((vCount >= greenMiddleSquareY) && (vCount <= greenMiddleSquareY + 10'd40)) ? 1 : 0;
endmodule
</file>
==> impl_metrics.py <==
# Metrics from the implementation run
metrics = {
    "clock_network": {
        "cts_resized": 0,
        "cts_setup_buffers": 0,
        "clock_latency_ns": 0.35,
        "numClockSinks": 77,
        "cts-root-buf": "clkbuf_16",
        "clkTransAtPathRegs_ns": 0.07,
        "numCtsBuffers": 9,
        "cts_tree": "done",
        "htreeDepth": 3,
        "hold_buffers": 0,
        "clock_path_buffers": 2,
    },
    "place": {
        "port_buffers": 41,
        "place_ws_ns": 0.750,
        "hpwl_um": 7160,
        "dp_cells": 731,
        "finalWeightedCongestion": 0.879,
    },
    "synth": {
        "synth-compound-area-share_pct": 8.55,
        "synth_seq_share_pct": 39.0,
        "async_reset_ff_share_pct": 0,
        "yosys-top-cells-area": "dfxtp_1, edfxtp_1, nand4_1",
        "adder_share_pct": 1.62,
        "syn_inst": 496,
        "ys_sh_xor_pct": 8.91,
        "mux_area_share_pct": 0.866,
        "synth_warnings": 1,
        "synth_cell_type_count": 67,
        "top_logic_kind": "simple AND/OR/NAND/NOR gates",
        "synth_top_flop_cell": "dfxtp_1",
        "ys_cells": 496,
        "ys_ff": 77,
        "top_area_share_pct": 22.1,
        "yosys_area_mm2": 0.00462,
        "simple_gate_area_share_pct": 35.8,
        "yosys.area.top_type": "dfxtp_1",
        "synth-edff-count": 26,
        "syn_avg_cell_area_um2": 9.32,
        "syn_area_mm2": 0.00462,
    },
    "worst_setup_path": {
        "critical_path_class": "flop to flop",
        "cpPeakStageDelay_ns": 0.69,
        "timing.rr.start": "greenMiddleSquareSpeed[6]",
        "crit_start": "greenMiddleSquareSpeed[6]",
        "worst_ep_arrival_time_ns": 3.56,
        "cp_max_fo": 12,
        "cpMaxStageDelayCell": "or4_4",
        "cp_top_family": "simple AND/OR/NAND/NOR gates",
        "endpoint_kind": "flop",
        "crit_path_start_kind": "flop",
        "cp_cell_sequence": "nand4_2, or4_4, nor4_1, xor2_1, nor4_1, nand4_1, or3_1",
        "required_ns": 4.23,
        "critical_path.most_common_cell": "nor4_1",
        "critical_path_buf_inv_count": 0,
    },
    "final_timing": {
        "setup_tns_ns": 0,
        "hold_viol_final": 0,
        "fin_ws_ns": 0.663,
        "slew_headroom_pct": 57.3,
        "worst_pin_slew_ns": 0.635,
        "fmax_ghz": 0.283,
        "fin_crit_ns": 3.54,
        "fin_skew_ns": 0.0116,
        "rsz0062_at_grt": "false",
        "period_used_pct": 84.2,
        "timing.final.max_slew_violations": 0,
        "setup_viol": 0,
    },
    "floorplanning": {
        "core_area_mm2": 0.0151,
        "chipArea_mm2": 0.0159,
        "die_h_um": 126,
        "die_x_um": 126,
        "top_level_ports": 54,
        "initCoreUtil_pct": 30.5,
        "placementRows": 45,
    },
    "drt": {
        "drt_iter0_drc": 259,
        "drc": 0,
        "ant_nets": 0,
        "insertedDiodeCount": 0,
        "via_count": 3916,
        "drt_wl_total_um": 10300,
        "wire_per_inst_um": 13.8,
        "avgViaCountPerCell": 5.24,
        "first_pass_iters": 4,
    },
    "finish": {
        "n_fill_cell": 1461,
        "final_cell_mix": "dfxtp_1, nand4_1, clkdlybuf4s50_1",
        "area.growth.synth_to_final_pct": 20.2,
        "lay_top_count": "dfxtp_1",
        "fin_cells": 747,
        "drive_above_1_share_pct": 9.66,
    },
    "global_routing": {
        "overflow": 0,
        "grt_util_all_layers_pct": 13.7,
        "grt_max_degree": 19,
        "grt_first_pass_wirelength_um": 17500,
        "antenna_found_initial": 0,
        "grt_pass1_vias": 3580,
    },
    "hold_path": {
        "hold_start": "reset",
        "hold_class": "flop to flop",
    },
    "run_status": {
        "status": "finished clean",
    },
    "pwr": {
        "power_uw": 1680,
        "p_per_area_mw_per_mm2": 302,
        "irDropWorstVdd_uv": 181,
        "power_leakage_uw": 0.00193,
    },
    "job": {
        "maxCapViolations": 0,
        "tool_warnings": 39,
    },
}
layout make-up:
class	instances	area [µm²]	share of cell area (%)
flip-flops and latches	77	1800	32.4
clock buffers	9	225	4.05
multi-input cells	407	2710	48.7
clock inverters	7	81.3	1.46
inverters	10	37.5	0.676
well taps	188	235	4.23
repair buffers	49	470	8.47
per-layer routing:
metal	vias up	part of all wire (%)	GRT usage (%)
met3	13	6.5	3.68
met2	119	44	20.7
met4	0	1.3	2.34
li1	1965	-	-
met5	-	0	0
met1	1819	48	20.3
path summary, 6_finish.rpt:
path	end	slack, ns	depth (start not counted)
max	greenMiddleSquareY[9]	0.66	7
min	reset	0.47	1
max reg2reg	greenMiddleSquareY[9]	0.66	7
min reg2reg	reset	0.47	1
metrics by stage:
stage	cell area [µm²]	hold slack, ns	utilization, %
finish	5560	0.470	36.7
global placement	5250	0.441	34.7
global route	5560	0.482	36.7
CTS	5560	0.468	36.7
floorplan	4740	0.427	-
detailed placement	5250	0.444	34.7
Yosys cell counts, types with 4 or more instances:
master / instances
nor4_1: 23
nand3_1: 40
a21oi_1: 5
nor3_1: 13
mux2i_1: 4
dfxtp_1: 51
inv_1: 10
a211oi_1: 4
xnor2_1: 30
nand2_1: 32
or3_1: 4
o21ai_0: 7
or4_1: 4
nand4b_1: 6
clkbuf_1: 8
nand4_1: 43
edfxtp_1: 26
nor3b_1: 5
and4_1: 9
buf_4: 13
and3_1: 12
nor4_2: 11
and2_1: 5
ha_1: 6
nor2b_1: 5
xor2_1: 17
nor2_1: 35
buf_2: 9
sequential cells by signal (all words and copies together) (netlist names):
signal / flops
greenMiddleSquareSpeed: 50
greenMiddleSquareY: 10
reset: 1
score: 16
cell families after synthesis:
family / count (synthesis)
AOI/OAI and AO/OA: 49
xor gates and xnor gates: 47
adders and majority gates: 6
buffers and inverters: 43
DFF: 77
muxes: 4
other: 1
and+or+nand+nor: 269
power breakdown:
group / total [µW] / internal [µW] / switching, µW / leakage [µW]
Sequential: 802 / 781 / 21.0 / 0.000710
Clock: 797 / 468 / 329 / 0.000147
Combinational: 79.3 / 39.8 / 39.5 / 0.00107
No activity file was given, so power comes from the tool's default toggle rates.
